## ./run.sh

```bash
#!/bin/bash
# OpenROAD 26Q1-2900-gdf79404cd8, Yosys 0.63+post, stock flow scripts
make -C /OpenROAD-flow-scripts/flow DESIGN_CONFIG=/design/flow/config.mk WORK_HOME=/design/flow/orfs finish
```

## ./config.mk

```make
export PLATFORM = sky130hd
export DESIGN_NAME = Hex_to_7seg_Decoder
export DESIGN_NICKNAME = Hex_to_7seg_Decoder
export VERILOG_FILES = /design/flow/design.v
export SDC_FILE = /design/flow/constraint.sdc
export NUM_CORES = 4
export LEC_CHECK = 1
export CORE_AREA = 10 10 70 70
export DIE_AREA = 0 0 80 80
```

## ./constraint.sdc

```tcl
current_design Hex_to_7seg_Decoder

set clk_period 1.3
set clk_io_pct 0.2

create_clock -name clk0 -period $clk_period

set non_clock_inputs [all_inputs -no_clocks]
set_input_delay [expr $clk_period * $clk_io_pct] -clock clk0 $non_clock_inputs
set_output_delay [expr $clk_period * $clk_io_pct] -clock clk0 [all_outputs]
```

## ./design.v

```verilog
module Hex_to_7seg_Decoder(
	input wire [3:0] Hex,
	input wire dp,
	output reg [7:0] S
);
always @(*)
begin
    case (Hex)
      4'h0 : S[7:0] = dp ? 8'b11000000 : 8'b01000000;
      4'h1 : S[7:0] = dp ? 8'b11111001 : 8'b01111001;
      4'h2 : S[7:0] = dp ? 8'b10100100 : 8'b00100100;
      4'h3 : S[7:0] = dp ? 8'b10110000 : 8'b00110000;
      4'h4 : S[7:0] = dp ? 8'b10011001 : 8'b00011001;
      4'h5 : S[7:0] = dp ? 8'b10010010 : 8'b00010010;
      4'h6 : S[7:0] = dp ? 8'b10000010 : 8'b00000010;
      4'h7 : S[7:0] = dp ? 8'b11111000 : 8'b01111000;
      4'h8 : S[7:0] = dp ? 8'b10000000 : 8'b00000000;
      4'h9 : S[7:0] = dp ? 8'b10010000 : 8'b00010000;
      4'hA : S[7:0] = dp ? 8'b10001000 : 8'b00001000;
      4'hB : S[7:0] = dp ? 8'b10000011 : 8'b00000011;
      4'hC : S[7:0] = dp ? 8'b11000110 : 8'b01000110;
      4'hD : S[7:0] = dp ? 8'b10100001 : 8'b00100001;
      4'hE : S[7:0] = dp ? 8'b10000110 : 8'b00000110;
      4'hF : S[7:0] = dp ? 8'b10001110 : 8'b00001110;
      default : S[7:0] = dp ? 8'b11111111 : 8'b01111111;
    endcase
end
endmodule
```

==> results.cfg <==
; implementation run metrics
[logic_synthesis]
ys_sh_adder_pct = 0
synth_stat.cells = 36
ys_sh_simple_pct = 42.2
yosysSeqAreaShare_pct = 0
common_cells = nand2_1, nand2b_1, nor2_1
ys_sh_aoi_pct = 35.3
ys_sh_mux_pct = 0
synth_cells = 36
top_area_share_pct = 11.6
netlist_area_um2 = 216
synth_cell_type_count = 21
avgSynthCellArea_um2 = 6.01
ys_warn_count = 1
yosys.area_share.xor_xnor_pct = 4.05
topCombFamilyByArea = simple AND/OR/NAND/NOR gates
yosysMostFrequentCell = nand2_1
ys_chip_area_um2 = 216
synthTopCellsByArea = nand2b_1, nand2_1, a21o_1
synth.largest_area_cell = nand2b_1

[setup_path]
endpoint_kind = primary output
crit_fanout = 5
cp.arrival_ps = 1040
critical_path.cell_chain = buf_8 -> buf_6 -> buf_6 -> o32a_1 -> o21ai_1 -> buf_2
cpMaxStageDelayCell = o32a_1
start_kind = input port
required_ps = 1040
slowest_delay_ps = 270
critPathKind = input port to primary output
cp_common_cell = buf_6

[die]
io_pins = 13
die_y_um = 80
chipArea_um2 = 6400
row_count = 21
initial_core_util_pct = 6.34
core_um2 = 3420
die_w_um = 80

[pwr]
p_leak_nw = 0.208
power.density_nw_per_um2 = 300
max-vdd-ir-drop_uv = 38.6

[final_timing]
hold_viol = 0
max_freq_mhz = 772
worst_slew_margin_rel_pct = 85.4
maxSlewViolCount = 0
worst_pin_slew_ps = 217
setup_viol = 0
period_used_pct = 99.7
rsz0062_at_grt = true
period_needed_ps = 1300

[grt]
grt_pass1_wl_um = 1340
grt_busiest_layer = met2
met1_usage_pct = 3.10
grt_use_met2_pct = 4.57
grt_use_met3_pct = 0.227
antenna_found_initial = 0
grt_overflow = 0
grt_pass1_vias = 296
grt_max_degree = 11
grt_usage_pct = 2.45

[cells_and_area]
drive_gt1_share_pct = 51.0
area_growth_pct = 101
stdcell_area_um2 = 435
n_fill_cell = 403
flop-count = 0
clockBufferCount = 0
finalNonFillerCells = 97
comb_area_um2 = 210
register_area_um2 = 0

[route]
drt-pass1-iter-count = 2
wirelength_um = 800
n_antenna_cell = 0
viasPerCell = 3.11
num_vias = 302
drc = 0
wire_per_inst_um = 8.25
drtIter0Drc = 3
ant_nets = 0

[job]
log.warning_count = 34
maxCapViolations = 0

[min_path]
min_path_type = input port to primary output

[status]
status = completed

[placement]
dp_cells = 96
place_area_um2 = 408
port_buffers = 11
gp_congestion = 0.631
dp_hpwl_um = 653

[clock_network]
cts.hold.buffers_added = 0
critical path, delay by kind of cell:
kind | cells | cell delay (ps)
AOI/OAI and AO/OA | 2 | 340
buffers and inverters | 4 | 430
power breakdown:
part	total (mW)	internal, mW	switching, mW
registers	0	0	0
logic	0.131	0.0765	0.0542
clock network	0	0	0
layout make-up:
cell class                 count  area share (%)
multi-input combinational     30            48.3
timing repair buffer          20            37.6
tap                           46            13.2
inverter                       1           0.862
cells by family (layout without fill, tap and decap cells):
family,Yosys count,count (layout)
xor+xnor,1,1
simple gates,18,18
compound gates,11,11
buf+inv,6,21
cells in the final DEF (no fill, tap or decap), drive strengths merged:
cell type	n
o21ai	2
dlygate4sd2	1
and2b	1
o22ai	2
a21o	2
xnor2	1
or3	1
nand2	6
o32a	1
clkbuf	2
buf	17
nand2b	4
nor3	2
a221o	1
a21oi	1
o31ai	1
a31oi	1
nor2	3
inv	1
nor2b	1
metal layers:
metal	wire (µm)	part of all wire, %
met5	0	0
met4	0	0
met3	19	2.4
met2	389	49
met1	391	49
path summary, 6_finish.rpt:
kind / endpoint / slack [ps] / depth (start not counted) / from
setup / recovery: S[0] / 4 / 6 / Hex[3]
hold / removal: S[7] / 520 / 0 / dp
stage by stage:
stage	TNS, ps	utilization (%)	total power [mW]	hold slack, ps	worst slack, ps
2_1_floorplan	0	-	0.0576	586	190
3_3_place_gp	-5700	11.9	0.128	520	-866
3_5_place_dp	-5750	11.9	0.128	520	-869
4_1_cts	-51.7	12.5	0.128	520	-38.2
5_1_grt	-119	12.7	0.146	520	-54.7
6_report	0	12.7	0.131	520	4.14
repair_timing:
| item | 4_1_cts | 5_1_grt |
|---|---|---|
| pin swaps | 6 | 4 |
| endpoints found under the setup margin | 7 | 6 |
| setup buffers | 2 | 0 |
| gates resized | 48 | 8 |
Power figures rest on the tool's default switching activity, not on a simulated workload.
