--- constraint.sdc ---
current_design Counter_4bit

set clk_period 1.9
set clk_io_pct 0.2

create_clock -name clk0 -period $clk_period [get_ports {clk}]

set non_clock_inputs [all_inputs -no_clocks]
set_input_delay [expr $clk_period * $clk_io_pct] -clock clk0 $non_clock_inputs
set_output_delay [expr $clk_period * $clk_io_pct] -clock clk0 [all_outputs]
--- run.sh ---
#!/bin/bash
# OpenROAD 26Q1-2900-gdf79404cd8, Yosys 0.63+post, stock flow scripts
make -C /OpenROAD-flow-scripts/flow DESIGN_CONFIG=/design/flow/config.mk WORK_HOME=/design/flow/orfs finish
--- config.mk ---
export PLATFORM = sky130hd
export DESIGN_NAME = Counter_4bit
export DESIGN_NICKNAME = Counter_4bit
export VERILOG_FILES = /design/flow/design.v
export SDC_FILE = /design/flow/constraint.sdc
export NUM_CORES = 4
export LEC_CHECK = 1
export CORE_AREA = 10 10 70 70
export DIE_AREA = 0 0 80 80
--- design.v ---
module Counter_4bit (
    input nReset,
    input clk,
    input Load,
    input Count_en,
    input Up,
    input [3:0] Count_in,
    output reg [3:0] Count_out
);
    always @(posedge clk or negedge nReset) begin
        if (!nReset) begin
            Count_out <= 4'b0000;
        end else if (Load) begin
            Count_out <= Count_in;
        end else if (Count_en) begin
            if (Up) begin
                Count_out <= Count_out + 1;
            end else begin
                Count_out <= Count_out - 1;
            end
        end
    end
endmodule
==> flow_summary.rst <==
Synthesis and place-and-route
=============================

.. list-table::
   :header-rows: 1

   * - Metric
     - Value
   * - Result of the run
     - completed
   * - Largest net degree at the start of global routing
     - 12
   * - Flip-flop count of the largest register, all copies and words added
     - 4
   * - Hold Buf Count CTS
     - 0
   * - Seq cells post-synth
     - 4
   * - Vias per cell
     - 3.17
   * - Routed Antenna Nets
     - 0
   * - Via count
     - 298
   * - Number of clock buffers inserted by TritonCTS
     - 3
   * - Aoi share
     - 0.173
   * - Floorplan-stage core utilization
     - 0.0912
   * - Number of max-slew violations in the final report
     - 0
   * - Total global routing track utilization
     - 0.0297
   * - Area inside the core boundary
     - ~0.0034 mm^2
   * - Filler instances
     - 397
   * - Setup TNS after final layout
     - 0 ps
   * - Drt drc
     - 0
   * - CP Data Arrival Time
     - 1910 ps
   * - Largest register by flop count
     - Count_out
   * - Number of max-cap violations
     - 0
   * - Count of non-filler cells in the finished layout
     - 94
   * - Clock-pin slew on the worst setup and hold paths
     - 40 ps
   * - Final Critical Period
     - 1740 ps
   * - Average cell area after synthesis
     - 9.74 um^2
   * - Maximum frequency from static timing analysis
     - 0.574 GHz
   * - Largest stage delay on the critical path
     - between 500 and 600 ps
   * - Post-route clock skew
     - 2.69 ps
   * - Launching point of the worst reg2reg path
     - Count_out[3]
   * - TritonCTS clock tree
     - yes
   * - Routability congestion estimate from global placement
     - ~0.79
   * - Biggest area consumer among synthesized cells
     - sky130_fd_sc_hd__dfrtp_1
   * - Bufs on Longest Clock Path
     - 2
   * - Unrepaired setup endpoints after global routing
     - no
   * - Area growth, synth to finish
     - 67.9%
   * - Post-Route WL
     - 866 um
   * - Area fraction in and, or, nand and nor cells
     - 0.193
   * - Part of the Yosys area used for sequential elements
     - 0.321
   * - Total standard cell area after synthesis
     - 312 um^2
   * - Dpl cells
     - 91
   * - Share of async-settable or async-resettable flops after synthesis
     - 1.00
   * - Largest regs
     - Count_out x4
   * - Root Buffer
     - sky130_fd_sc_hd__clkbuf_4
   * - Synth cell count leaders
     - 4 x sky130_fd_sc_hd__dfrtp_1, 3 x sky130_fd_sc_hd__nand2_1, 3 x sky130_fd_sc_hd__o21ai_0
   * - Count of input and output buffers
     - 12
   * - Count of final setup violators
     - 0
   * - Main logic family after synthesis
     - simple AND/OR/NAND/NOR gates
   * - Horizontal die size
     - ~80 um
   * - Num Clock Sinks
     - 4
   * - Post-synthesis cell count
     - 32
   * - Post-route fraction of the period consumed by the critical path
     - 0.916
   * - Cell Type Count
     - 22
   * - Setup Buffers After CTS
     - 0
   * - Number of cells on the worst reg-to-reg path
     - 3
   * - I/O pins
     - 13
   * - Violation tally from detailed-route iteration zero
     - 23
   * - Proportion of synthesized area in mux cells
     - 0.0643
   * - Post-Synth Adder-Cell Area
     - 0.145
   * - Antenna violations before repair
     - 0
   * - Via count of the first global-routing pass
     - between 300 and 400
   * - Tightest Pin Transition
     - 258 ps
   * - PwrDens
     - about 660 mW/mm^2
   * - Worst-skew pair later-pin latency
     - around 230 ps
   * - Worst setup path category
     - input pin to flip-flop
   * - Hold violation count in the final report
     - 0
   * - Top cells by area
     - sky130_fd_sc_hd__dfrtp_1 32%, sky130_fd_sc_hd__ha_1 8.0%, sky130_fd_sc_hd__fa_1 6.4%
   * - Crit path max-delay family
     - buffers and inverters
   * - Dominant Register Cell
     - sky130_fd_sc_hd__dfrtp_1
   * - Number of warnings the tools reported
     - 25
   * - Detail-routed net length per standard cell
     - 9.21 um
   * - Max stage delay cell, worst path
     - sky130_fd_sc_hd__clkdlybuf4s50_1
   * - CP Cell Sequence
     - clkdlybuf4s50_1 > inv_1 > ha_1 > a21o_1 > a221o_1 > nand3_1
   * - Setup crit end kind
     - flip-flop
   * - Leakage dissipation
     - 0.000211 uW
   * - Post-synthesis xor/xnor area fraction
     - 0.0562
   * - Internal reg-to-reg setup slack
     - about 520 ps
   * - Die outline height
     - 80 um
   * - Path class of the lowest-slack min-delay path
     - input pin to async pin
   * - Startpoint class of the critical path
     - input pin
   * - Post-synth tally of flip-flops with integrated enable
     - 0
   * - Required time of the critical path
     - 2070 ps
   * - Yosys synthesis warning count
     - 1
   * - Total die size
     - 0.00640 mm^2
   * - H-tree levels
     - 1
   * - Cell Rows
     - 21
   * - Top cell type's share of synthesized area
     - 0.321
   * - Summed standard-cell area reported by yosys
     - 312 um^2
   * - Buffers & Inverters on Critical Path
     - 2
   * - Global-route wire length before repair
     - roughly 1500 um
   * - Number of cells upsized or downsized after cts
     - 0
   * - CP max FO
     - 3
   * - Most instantiated library cell after synthesis
     - sky130_fd_sc_hd__dfrtp_1
   * - Worst R2R End
     - Count_out[3]
   * - Iteration count of the initial detailed-routing pass
     - 4
   * - Overflow after GRT
     - 0
   * - Largest vdd supply drop
     - 0.000277 V
   * - Number of diodes added for antenna fixing
     - 0
   * - Core occupancy in the finished layout
     - 0.153
   * - Share of cells above drive strength 1
     - 0.125
   * - Tightest slew margin relative to the limit
     - 0.825
   * - Number of cells in Yosys stat
     - 32
-- final cells by class --
class	instances	area, um^2	share of cell area
Timing Repair Buffer	15	143	0.273
Clock buffer	3	22.5	0.0431
Tap cell	46	57.6	0.110
Multi-Input combinational cell	25	196	0.376
Inverter	1	3.75	0.00718
Sequential cell	4	100	0.191
-- cell families after synthesis --
| kind of cell | Yosys count |
|---|---|
| AOI/OAI and AO/OA | 8 |
| xor gates and xnor gates | 2 |
| adders and majority gates | 3 |
| buffers and inverters | 3 |
| DFF | 4 |
| muxes | 2 |
| and+or+nand+nor | 10 |
-- where the power goes --
| group | switching, uW | total, uW | internal (uW) |
|---|---|---|---|
| clock network | 33.2 | 104 | 70.6 |
| logic | 44.6 | 121 | 76.8 |
| registers | 18.4 | 118 | 99.5 |
-- worst max-delay path by stage --
stage / from / end / cells past startpoint
4_1_cts: Up / Count_out[3] / 6
5_1_grt: Up / Count_out[3] / 6
6_report: Up / Count_out[3] / 6
-- cells in the final DEF (no fill, tap or decap), types with 2 or more instances in the layout --
cell type	instances
sky130_fd_sc_hd__o21ai_0	3
sky130_fd_sc_hd__clkbuf_4	3
sky130_fd_sc_hd__clkdlybuf4s50_1	12
sky130_fd_sc_hd__nand2_1	3
sky130_fd_sc_hd__mux2i_1	2
sky130_fd_sc_hd__buf_4	3
sky130_fd_sc_hd__nand3_1	2
sky130_fd_sc_hd__dfrtp_1	4
sky130_fd_sc_hd__ha_1	2
-- layer usage --
metal | vias to the layer above | global-route usage | share of wire
met5 | - | 0 | 0
met4 | 0 | 0.00528 | 0
met3 | 0 | 0.0216 | 0.11
met2 | 13 | 0.0313 | 0.28
met1 | 134 | 0.0448 | 0.60
li1 | 151 | - | -
-- stage by stage --
stage                     area [um^2]  setup WS, ps  hold WS, ps  total power, uW
final                             523           159          346              343
after detailed placement          500         -70.7          598              241
after global placement            500         -34.0          598              239
after global routing              523          84.1          346              379
after floorplan                   312           545         84.4              174
after CTS                         523           161          347              352
-- worst reg2reg max path, delay by kind of cell, from the launching register on --
family | cells | cell delay (ps)
flops | 1 | 410
compound gates | 1 | 310
simple gates | 2 | 590
Power is estimated from default activity; no workload was simulated.
