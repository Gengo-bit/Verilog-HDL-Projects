===== design/flow/design.v =====
module ALU_nbit #(parameter n = 4)(A, B, CB_in, Mode, Result, CB_out);
	input wire 	[n-1	: 0]	A, B;
	input wire	[2 	: 0]	Mode;
	input wire					CB_in;
	output reg	[n-1 	: 0] 	Result;
	output reg					CB_out;
always @(*) begin
	CB_out = 1'b0;
	case (Mode)		
		3'b000 : {CB_out, Result} 	= A + B + {{n-1{1'b0}}, CB_in}; 	
		3'b001 :	{CB_out, Result} 	= A - B; 																	
		3'b010 :	Result				= A & B;									 
		3'b011 :	Result				= A | B;									 
		3'b100 :	Result				= A ^ B;									 
		3'b101 :	Result				= ~A;										 
		3'b110 :	Result				= {A+{{n-1{1'b0}},1'b1}};			 
		3'b111 : Result				= {A-{{n-1{1'b0}},1'b1}};			 
	endcase	
end
endmodule 

===== design/flow/run.sh =====
#!/bin/bash
# OpenROAD 26Q1-2900-gdf79404cd8, Yosys 0.63+post, stock flow scripts
make -C /OpenROAD-flow-scripts/flow DESIGN_CONFIG=/design/flow/config.mk WORK_HOME=/design/flow/orfs finish

===== design/flow/config.mk =====
export PLATFORM = sky130hd
export DESIGN_NAME = ALU_nbit
export DESIGN_NICKNAME = ALU_nbit
export VERILOG_FILES = /design/flow/design.v
export SDC_FILE = /design/flow/constraint.sdc
export NUM_CORES = 4
export LEC_CHECK = 1
export CORE_AREA = 10 10 70 70
export DIE_AREA = 0 0 80 80

===== design/flow/constraint.sdc =====
current_design ALU_nbit

set clk_period 3.5
set clk_io_pct 0.2

create_clock -name clk0 -period $clk_period

set non_clock_inputs [all_inputs -no_clocks]
set_input_delay [expr $clk_period * $clk_io_pct] -clock clk0 $non_clock_inputs
set_output_delay [expr $clk_period * $clk_io_pct] -clock clk0 [all_outputs]

==> results.tsv <==
stage	metric	value	unit
outcome	status	completed	
yosys	syn_area_per_cell	7.31	um2
critical_path	critical-path-top-delay-family	simple AND/OR/NAND/NOR gates	
grt	first_global_vias	760	
floorplanning	die_w	80	um
detailed_routing	drc	0	
yosys	yosysSeqAreaShare	0	
detailed_routing	antenna_left	0	
critical_path	cp_max_fo	3	
yosys	synthAoiAreaFrac	0.243	
critical_path	critPathKind	in2out	
floorplanning	rows	21	
grt	track_usage	0.0594	
floorplanning	die-height	80	um
yosys	syn_inst	102	
sta	slew_violations	0	
yosys	synth_top_area_share	0.235	
yosys	yosys_warnings	1	
yosys	muxShareOfSynthArea	0.0403	
sta	tightest_slew	0.260	ns
detailed_routing	first_pass_iters	4	
sta	grt_setup_unrepaired	false	
cells_and_area	area_growth_syn_to_layout	48.3	%
floorplanning	fp_util	0.218	
sta	period_used_share	0.969	
sta	fin_ws	0.108	ns
hold_path	hp-class	in2out	
cells_and_area	final_area	1110	um2
clock_network	post_cts_buffers	0	
critical_path	cp_data_arrival_time	2.69	ns
placement	dp.cells	177	
yosys	yosys-stat-area	746	um2
cells_and_area	seq_cell_count	0	
yosys	synth_cell_types	31	
cells_and_area	clock_buffers	0	
pwr	ir_worst_vdd	0.0000404	V
sta	slew_headroom	0.825	
detailed_routing	drt_iter0_markers	20	
critical_path	required	2.80	ns
grt	grt_pass1_wl	3240	um
yosys	top_logic_kind	adder cells	
job	max-cap-violations	0	
cells_and_area	regArea	0	um2
detailed_routing	num_antenna_cells	0	
pwr	leakagePower	0.523	nW
sta	period_minus_slack	3.39	ns
detailed_routing	vias_per_cell	4.41	
yosys	ys_sh_xor	0.0705	
job	warnings	40	
critical_path	cp_cell_sequence	clkdlybuf4s50_1, and3_4, ha_1, o21ai_0, and3b_1, or3_1, nand4_1, a32oi_1, dlygate4sd2_1	
grt	antenna_found_initial	0	
sta	finalSetupTns	0	ns
critical_path	slowest_stage	clkdlybuf4s50_1	
yosys	synth.cellmix.simpleShare	0.191	
pwr	power_density	125	nW/um2
yosys	netlist_area	746	um2
detailed_routing	wl_per_cell	10.9	um
critical_path	path_buffers	2	
sta	setup_viol	0	
placement	dp_hpwl	1590	um
critical_path	start_kind	input pin	
floorplanning	core_area	3420	um2
placement	place_area	1070	um2
placement	portBuffers	17	
yosys	synth_area_leader_cell	ha_1	
critical_path	endpoint_kind	output port	
placement	gp_congestion	0.836	
sta	hold_viol_final	0	
clock_network	ctsHoldBuffers	0	
yosys	topCellsByArea	ha_1, fa_1, o21ai_0, inv_1, buf_6	
floorplanning	die-area	6400	um2
detailed_routing	vias	781	
floorplanning	ios	17	
grt	grt_max_degree	18	
yosys	synth_adder_area_share	0.315	
sta	clock.fmax	295	MHz
cells_and_area	final_common_cell	buf_4	
grt	grt-ovfl-total	0	
placement	place_ws	-0.643	ns
cells_and_area	most-common-layout-cells	buf_4, ha_1, o21ai_0	
detailed_routing	wl	1940	um
cells_and_area	drive_gt1_frac	0.260	
cells_and_area	finalNonFillerCells	177	
yosys	ys_cells	102	
critical_path	slowest_delay	0.43	ns
-- through the flow --
stage	util	hold WS [ns]	total power [W]
finish	0.324	2.21	0.000139
global route	0.324	2.31	0.000155
CTS	0.318	2.26	0.000136
detailed placement	0.313	2.60	0.000136
global placement	0.313	2.58	0.000134
floorplan	-	1.56	0.0000737
-- tightest hold or removal path: cells and delay by family --
family	cells	cell delay, ns
buffers and inverters	3	0.54
AND-OR/OR-AND	3	0.26
-- layer usage --
layer  share of wire  track usage
met5               0            0
met4               0            0
met3           0.038       0.0125
met2            0.46        0.103
met1            0.50       0.0781
-- cell families after synthesis --
group / after synthesis
and+or+nand+nor: 26
muxes: 3
xor gates and xnor gates: 6
AOI/OAI and AO/OA: 29
buffers and inverters: 21
adders and majority gates: 17
-- Yosys cell counts, drive strengths merged (2+ instances only) --
master	n
and3	2
a21oi	5
fa	3
nor2b	4
a221oi	2
a211oi	2
xnor2	3
ha	14
nand3b	2
xor2	3
clkbuf	3
nor2	8
buf	5
a31oi	2
o21bai	2
nand2	4
mux2i	3
a32oi	2
o21ai	11
inv	13
-- path summary, 6_finish.rpt --
check    start         to  slack, ns  depth (start not counted)
min       A[1]  Result[1]       2.21                          6
max    Mode[0]  Result[3]       0.11                          9
-- final cells by class --
cell class / instances / area (um2)
Inverter: 13 / 48.8
Tap cell: 46 / 57.6
Timing Repair Buffer: 37 / 313
Multi-Input combinational cell: 81 / 687
Fill cell: 385 / 2310
-- power breakdown --
part / switching (W) / leakage, nW / internal [W]
sequential: 0 / 0 / 0
combinational: 0.0000633 / 0.523 / 0.0000755
clock: 0 / 0 / 0
-- timing repair --
| action | 4_1_cts | 5_1_grt |
|---|---|---|
| endpoints found under the setup margin | 4 | 1 |
| pin swaps | 9 | 1 |
| resized | 20 | 4 |
No activity file was given, so power comes from the tool's default toggle rates.
